--- ./config.mk ---
export PLATFORM = sky130hd
export DESIGN_NAME = or1k_spram_en_w1st
export DESIGN_NICKNAME = or1k_spram_en_w1st
export VERILOG_FILES = /design/flow/design.v
export SDC_FILE = /design/flow/constraint.sdc
export NUM_CORES = 4
export LEC_CHECK = 1
export CORE_UTILIZATION = 40
--- ./constraint.sdc ---
current_design or1k_spram_en_w1st

set clk_period 10.5
set clk_io_pct 0.2

create_clock -name clk0 -period $clk_period [get_ports {clk}]

set non_clock_inputs [all_inputs -no_clocks]
set_input_delay [expr $clk_period * $clk_io_pct] -clock clk0 $non_clock_inputs
set_output_delay [expr $clk_period * $clk_io_pct] -clock clk0 [all_outputs]
--- ./design.v ---
module or1k_spram_en_w1st
#(
  parameter ADDR_WIDTH    = 32,
  parameter DATA_WIDTH    = 32,
  parameter CLEAR_ON_INIT =  0
)
(
  input                       clk,
  input                       en,     
  input                       we,     
  input      [ADDR_WIDTH-1:0] addr,
  input      [DATA_WIDTH-1:0] din,
  output reg [DATA_WIDTH-1:0] dout
);
  reg [DATA_WIDTH-1:0] mem[0:((1<<ADDR_WIDTH)-1)];
  always @(posedge clk) begin
    if(en) begin
      if (we) begin
        mem[addr] <= din;
        dout      <= din;
      end
      else begin
        dout <= mem[addr];
      end  
    end  
  end  
endmodule  
--- ./run.sh ---
#!/bin/bash
# OpenROAD 26Q1-2900-gdf79404cd8, Yosys 0.63+post, stock flow scripts
make -C /OpenROAD-flow-scripts/flow DESIGN_CONFIG=/design/flow/config.mk WORK_HOME=/design/flow/orfs finish
==> qor.yml <==
final_core_utilization_pct: 56.5
critPathLaunchType: "input port"
vias: 2214
dieWidth_um: 98.0
power.density_nw_per_um2: 142
post-cts-setup-buffer-count: 0
clkPwrFrac_pct: 29.8
unrepaired_setup_endpoints_after_global_routing: "no"
post_synthesis_share_of_cell_area_spent_on_and_or_nand_and_nor_gates_pct: 7.47
number_of_primary_i_o_pins: 99
p_comb_share_pct: 9.0
hold_buffers: 0
postSynthSeqShare_pct: 78.2
die-height_um: 98.0
groute.usage.overall_pct: 15.4
cts.sink_count: 96
fp-row-count: 34
clk_pin_slew_worst_paths_ns: 0.09
routed_via_density: 5.00
cp-end-kind: "register"
globalRouteOverflowTotal: 0
syn2layout_area_growth_pct: 34.8
route.antenna.remaining_nets: 0
stage_log_warnings: 25
gp_congestion: 0.854
global_routing_s_busiest_layer: "met1"
fp_util_pct: 41.9
fillers: 715
min_period_over_period_pct: 39.2
cp_data_arrival_time_ns: 4.11
numPortBuffers: 98
drt_first_iter_violations: 82
timing.final.max_slew_violations: 0
finClkSkew_ns: 0.00820
timing.max_cap.violations: 0
largest_logic_family: "multiplexers"
global_route.usage.met1_pct: 25.0
clock_root_cell: "sky130_fd_sc_hd__clkbuf_8"
share_seq_of_total_power_pct: 61.3
drc: 0
max_freq_ghz: 0.243
drive_above_1_share_pct: 7.16
synth-warning-count: 1
cts_resized: 0
wire_length_of_the_first_global_routing_pass_um: 10700
switching_fraction_pct: 20.8
post_synth_fa_ha_maj_area_fraction_pct: 0
syn-instance-count: 227
yosys.area_share.aoi_pct: 4.34
post_synth.cell_area_avg_sq_um: 16.2
grt_util_met3_pct: 5.38
timing.critical_path.fanout_max: 34
mostFrequentLayoutCells: "sky130_fd_sc_hd__edfxtp_1 (96), sky130_fd_sc_hd__clkdlybuf4s50_1 (96), sky130_fd_sc_hd__nand2_1 (33), sky130_fd_sc_hd__mux2i_1 (32), sky130_fd_sc_hd__o21ai_1 (32)"
period_minus_slack_ns: 4.12
run_status: "finished clean"
yosys.area_share.xor_xnor_pct: 0
drt-pass1-iter-count: 15
number_of_global_route_vias_before_repair: 2277
synth_area_leader_cell: "sky130_fd_sc_hd__edfxtp_1"
max_slew.worst_pin.slew_ns: 0.604
slew_headroom_pct: 59.7
topCellsByArea: "sky130_fd_sc_hd__edfxtp_1 (78%), sky130_fd_sc_hd__mux2i_1 (8.7%), sky130_fd_sc_hd__o21ai_1 (4.3%)"
p_sw_w: 0.000146
synthDominantCellAreaShare_pct: 78.2
die_area_sq_um: 9610
synth.yosys.chip_area_sq_um: 3690
synth_stat.cells: 227
p_leak_nw: 1.68
multi_input_comb_area_sq_um: 772
mux_area_share_pct: 8.69
report.final.setup_viol: 0
worstSkewPairLatency_ns: 0.34
wire_length_after_detailed_routing_um: 6560
cts_buffers: 9
final-seq-area_sq_um: 2880
diodes: 0
cts_max_level: 3
hp-class: "register to register"
hpwlAfterDp_um: 4040
synth.cell_area_sq_um: 3690
cts.path.max_buffers: 2
ys_ff: 96
ir_drop_mv: 0.0733
yosysUniqueCellTypes: 15
tritoncts: "yes"
worst_ep_required_time_ns: 10.49
largest_net_degree_at_the_start_of_global_routing: 37
hold_viol_final: 0
tns_ns: 0
wl_per_cell_um: 14.8
met2_usage_pct: 21.9
internal_power_summed_over_all_cells_w: 0.000558
critical_path_class: "input port to register"
placeableCoreArea_sq_um: 8810
antenna_found_initial: 0
-- stage by stage --
stage	power, W	hold slack, ns	instance area (sq um)	setup WS, ns	cells
after floorplan	0.000456	0.561	3690	4.22	227
after global placement	0.000504	0.574	4800	5.99	427
after detailed placement	0.000504	0.578	4800	5.99	427
after CTS	0.000715	0.594	4970	6.36	443
after global routing	0.000735	0.630	4970	6.28	443
final	0.000705	0.590	4970	6.38	443
-- worst paths after layout --
check,startpoint,to,slack [ns],cells after the start
worst max-delay path,addr[0],mem[-1][19]$_DFFE_PP_,6.38,6
worst min-delay path,mem[-1][2]$_DFFE_PP_,dout[2]$_DFFE_PP_,0.59,2
worst max register to register,mem[-1][26]$_DFFE_PP_,dout[26]$_DFFE_PP_,9.60,2
worst min register to register,mem[-1][2]$_DFFE_PP_,dout[2]$_DFFE_PP_,0.59,2
-- synth_stat cells, drive strengths merged --
| cell | count |
|---|---|
| and2 | 1 |
| buf | 5 |
| clkbuf | 6 |
| edfxtp | 96 |
| mux2i | 32 |
| nand2 | 33 |
| nand3 | 1 |
| nand4 | 9 |
| nor4 | 9 |
| o21ai | 32 |
| or3 | 1 |
| or4 | 2 |
-- registers in the layout, summed over array words and instances, names as in the netlist --
| name | count |
|---|---|
| dout | 32 |
| mem[-1] | 32 |
| mem | 32 |
-- kinds of logic (layout without fill, tap and decap cells) --
group                  after synthesis  count (layout)
DFF                                 96              96
and+or+nand+nor                     56              56
AOI/OAI and AO/OA                   32              32
muxes                               32              32
buffers and inverters               11             119
-- critical path, cell delays in order --
cell	delay [ns]
sky130_fd_sc_hd__buf_2	0.08
sky130_fd_sc_hd__buf_4	0.48
sky130_fd_sc_hd__nand4_1	0.13
sky130_fd_sc_hd__or4_1	0.58
sky130_fd_sc_hd__nor4_4	0.26
sky130_fd_sc_hd__buf_4	0.43
-- layout make-up --
cell class,instances,area share (%)
multi-input cells,120,15.5
well taps,108,2.72
flip-flops and latches,96,58.0
clock inverters,5,0.831
repair buffers,103,20.3
clock buffers,11,2.64
-- power by group through the flow --
stage / clock network (W) / logic [W] / registers, W
6_report: 0.000210 / 0.0000631 / 0.000432
5_1_grt: 0.000233 / 0.0000693 / 0.000433
4_1_cts: 0.000219 / 0.0000640 / 0.000432
-- layer usage --
layer	vias up	routed length (um)
li1	1091	-
met1	1015	3020
met2	92	2910
met3	16	456
met4	0	176
met5	-	0
No activity file was given, so power comes from the tool's default toggle rates.
